--- design/flow/design.v ---
`timescale 1ns / 1ps  
module alu (
	clk,rst, 
	en_in, alu_a, alu_b, alu_func, en_out, alu_out
);
input [15:0] alu_a, alu_b;
input clk,rst, en_in;
input [3:0] alu_func;
output [15:0] alu_out;
output en_out;
reg [15:0] alu_out;
reg  en_out;
always @(negedge rst or posedge clk) 
begin
    if(rst ==1'b0)
	   begin
	   	alu_out <= 16'b0000000000000000;
	   	en_out  <= 1'b0;
	   end				
    else 
        begin
		if(en_in == 1'b1)
			begin
				en_out  <= 1'b1;
			    case (alu_func)
				3'b000:alu_out <= alu_b;
				3'b011: alu_out <= alu_a & alu_b;
				3'b100:  alu_out <= alu_a | alu_b;
				3'b001: alu_out <= alu_a + alu_b ;
				3'b010: alu_out <= alu_a - alu_b ;
				3'b101:  alu_out <= alu_b<<1;
				3'b110: alu_out <= alu_b>>1;
				4'b1110:  alu_out <= alu_a ^ alu_b;
				4'b1111: alu_out <= ~alu_a ^ alu_b;
				4'b1011:begin
					if(alu_a==alu_b)
					alu_out=16'b0000_0000_0000_0001;
					else if(alu_a>alu_b)
					alu_out=16'b0000_0000_0000_0010;
					else if(alu_a<alu_b)
					alu_out=16'b0000_0000_0000_0100;
				end
				4'b1101: alu_out <=alu_b;
				4'b1100: alu_out <=alu_a;
				default: alu_out <= 16'b0000_0000_0000_0000;
			    endcase
			end
		else 
			begin
				en_out <= 1'b0;
				alu_out <= alu_out;
			end
        end
end
endmodule
--- design/flow/run.sh ---
#!/bin/bash
# OpenROAD 26Q1-2900-gdf79404cd8, Yosys 0.63+post, stock flow scripts
make -C /OpenROAD-flow-scripts/flow DESIGN_CONFIG=/design/flow/config.mk WORK_HOME=/design/flow/orfs finish
--- design/flow/config.mk ---
export PLATFORM = sky130hd
export DESIGN_NAME = alu
export DESIGN_NICKNAME = alu
export VERILOG_FILES = /design/flow/design.v
export SDC_FILE = /design/flow/constraint.sdc
export NUM_CORES = 4
export LEC_CHECK = 1
export CORE_UTILIZATION = 30
--- design/flow/constraint.sdc ---
current_design alu

set clk_period 1.3
set clk_io_pct 0.2

create_clock -name clk0 -period $clk_period [get_ports {clk}]

set non_clock_inputs [all_inputs -no_clocks]
set_input_delay [expr $clk_period * $clk_io_pct] -clock clk0 $non_clock_inputs
set_output_delay [expr $clk_period * $clk_io_pct] -clock clk0 [all_outputs]
==> flow_metrics.tcl <==
# metrics dict for downstream scripts
set metrics [dict create \
    dp.cells 959 \
    timing.final.ws_setup_ps -878 \
    dr_total_vias 5418 \
    syn_area_um2 4030 \
    drc_errors 0 \
    syn_avg_cell_area_um2 7.03 \
    setup_viol_count_final 16 \
    routabilityCongestion 1.01 \
    finClkSkew_ps 0 \
    ys_seq_share_pct 10.6 \
    avgViaCountPerCell 5.32 \
    max_slew_margin_pct 73.1 \
    edf_count 0 \
    path_max_fanout 3 \
    clkSlewWorstSetupHoldPaths_ps 50 \
    yosys_warnings 1 \
    synth-simple-area-share_pct 20.3 \
    h-tree-depth 1 \
    postPlaceCellArea_um2 6300 \
    top_logic_kind "AND-OR/OR-AND gates" \
    fp_util_pct 31.3 \
    drive_gt1_share_pct 50.8 \
    ys.flop_type "dfrtp_1" \
    hold_viol 0 \
    rsz0062_at_grt "yes" \
    synthAoiAreaFrac_pct 35.7 \
    cts_sinks 17 \
    violations "setup timing" \
    grt_usage_pct 26.1 \
    port_buffers 55 \
    cp_slowest_cell "fa_2" \
    top_cells_by_area "ha_1 16%, dfrtp_1 11%, a21oi_1 5.6%" \
    p_per_area_nw_per_um2 566 \
    warnings 62 \
    async_flop_share_pct 100 \
    grt_antenna_before_repair 0 \
    ys_types 66 \
    fmax_mhz 459 \
    ys_sh_adder_pct 16.5 \
    worstRegToRegCells 5 \
    core-area_um2 12900 \
    worst_pin_slew_ps 402 \
    required_ps 1410 \
    dieWidth_um 118 \
    drt_iter0_drc 369 \
    fin_util_pct 58.4 \
    slowest_delay_ps 360 \
    top_area_share_pct 15.5 \
    antenna_cells 0 \
    criticalPathCategory "in2reg" \
    fin_crit_sh_pct 168 \
    cts_tree "yes" \
    hold_class "in2async" \
    postRouteAntennaNets 0 \
    die-area_um2 13900 \
    cp.arrival_ps 2280 \
    cts-buffers-inserted 3 \
    worstSkewPairLatency_ps 250 \
    drt_first_pass_iters 5 \
    drv_slew 0 \
    period_needed_ps 2180 \
    ys_cells 573 \
    hpwl_um 13900 \
    grt_pass1_vias 5237 \
    grt_pass1_wl_um 28200 \
    final_cells 1018 \
    top_area_cell "ha_1" \
    stdcell_area_um2 7520 \
    maxCapViolCount 0 \
    worstPathCellList "buf_8, inv_4, ha_4, fa_2, o21bai_1, a21oi_2, o21ai_2, a21oi_2, buf_4, o21bai_1, a21oi_1, xnor2_1, o221ai_1" \
    end_kind "register" \
    syn_inst 573 \
    cts_root_buffer "clkbuf_16" \
    wirelength_um 18400 \
    crit_path_start_kind "input pin" \
    die_h_um 118 \
    status "finished with violations" \
    synth.area.mux_share_pct 1.77 \
    ys_ff 17 \
    row_count 41 \
    ir_worst_vdd_mv 0.394 \
    areaGrowthSynthToFinish_pct 86.7 \
    clk_path_buf_depth 2 \
    drt-wirelength-per-cell_um 18.0 \
    p_leak_uw 0.00346 \
    yosys-stat-area_um2 4030 \
    grt_max_degree 31 \
    num_io_pins 56 \
    grt-ovfl-total 0 \
    ys_sh_xor_pct 6.52 \
]
-- cell usage after synthesis, types with 4 or more instances --
cell type / instances
a22oi_1: 16
nor2b_1: 14
nand3_1: 11
o21ai_0: 38
ha_1: 50
o221ai_1: 4
a21o_1: 7
xnor2_1: 25
a211oi_1: 8
dfrtp_1: 17
inv_1: 47
o21bai_1: 7
a31oi_1: 5
nand2_1: 47
o22ai_1: 7
mux2i_1: 6
buf_2: 16
nor3_1: 13
o2bb2ai_1: 6
nor2_1: 54
a221oi_1: 7
xor2_1: 5
o21a_1: 6
a222oi_1: 4
nand2b_1: 11
a21oi_1: 45
o21ai_1: 12
clkbuf_1: 13
buf_1: 4
nor4_1: 4
-- stage by stage --
step	setup WS [ps]	setup TNS [ps]	hold slack [ps]	total power, µW
after floorplan	-785	-10070	-35.6	1840
after global placement	-1590	-23320	474	3030
after detailed placement	-1620	-23820	479	3030
after CTS	-774	-10500	342	4030
after global routing	-947	-12070	359	4510
final	-878	-10820	336	4250
-- report_power, final --
group | leakage (µW) | switching [µW] | internal, µW
registers | 0.000221 | 34.1 | 602
logic | 0.00320 | 1460 | 1560
clock network | 0.0000382 | 186 | 415
-- area by class of cell --
class                           count  area [µm²]
Tap cell                          172         215
Clock buffer                        4        78.8
Inverter                           49         205
Timing Repair Buffer              304        2490
Sequential cell                    17         425
Multi-Input combinational cell    472        4100
Fill cell                        1064        5360
-- worst max-delay path, delay by kind of cell --
| kind | cells | cell delay [ps] |
|---|---|---|
| compound gates | 7 | 1080 |
| xor+xnor | 1 | 140 |
| fa+ha+maj | 2 | 510 |
| buf+inv | 3 | 280 |
-- cells in the final DEF (no fill, tap or decap), types with 5 or more instances in the layout --
master	netlist	layout
nand3_1	11	10
nor2b_1	14	11
o21a_1	6	6
a21oi_1	45	31
buf_2	16	11
buf_8	0	7
xor2_1	5	5
ha_1	50	23
a211oi_1	8	5
a21oi_4	0	5
a22oi_1	16	15
nor2_1	54	47
nand2b_4	0	6
a211oi_2	2	5
a221oi_2	1	5
nor3_1	13	10
o22ai_1	7	6
buf_4	1	223
dfrtp_1	17	17
a21o_1	7	6
buf_6	1	34
o21bai_1	7	7
o21ai_1	12	14
xnor2_1	25	23
ha_4	0	25
inv_2	2	27
inv_1	47	14
nand2_1	47	43
o21ai_0	38	32
o2bb2ai_1	6	6
a21oi_2	2	11
inv_4	0	7
mux2i_1	6	5
nand2b_1	11	5
dlygate4sd2_1	0	17
-- cells by family (layout without fill, tap and decap cells) --
| family | after synthesis | count (layout) |
|---|---|---|
| xor+xnor | 30 | 30 |
| fa+ha+maj | 52 | 52 |
| simple gates | 171 | 171 |
| flops | 17 | 17 |
| mux | 7 | 7 |
| buf+inv | 84 | 357 |
| compound gates | 212 | 212 |
-- routing by layer --
layer	share of wire, %	global-route usage, %	wire length (µm)	vias to the layer above
li1	-	-	-	2627
met1	44	36.8	8070	2532
met2	45	40.7	8250	218
met3	7.4	3.85	1360	41
met4	3.7	8.97	678	0
met5	0	0	0	-
-- state kept, by name, indices dropped and copies added (netlist names) --
signal and count:
en_out 1, alu_out 16
-- worst paths after layout --
| path | from | endpoint | slack [ps] |
|---|---|---|---|
| worst min register to register | alu_out[7] | alu_out[7] | 490 |
| min in group clk0 | alu_out[7] | alu_out[7] | 490 |
| worst max register to register | alu_out[9] | alu_out[9] | 30 |
| worst max-delay path | alu_a[0] | alu_out[8] | -880 |
| worst min-delay path | rst | alu_out[15] | 340 |
| max in group asynchronous | rst | alu_out[5] | 770 |
-- what timing repair did --
item / CTS / global route
pin swaps: 69 / 59
resized: 291 / 47
hold buffers: 0 / 0
cloned: 2 / 0
endpoints found under the setup margin: 32 / 20
buffers inserted: 40 / 16
Power is estimated from default activity; no workload was simulated.
