==> /design/flow/design.v <==
`timescale 1 ns / 1 ns
module rom #(
	parameter DWIDTH = 16,
	parameter AWIDTH = 16,
	parameter DEPTH  = 32
)(
	input clk,
	input rst,
	input [AWIDTH - 1 : 0] addr,
	input ready,
	input [15:0]rom_data,
	input  [1:0]ldr_rom,
	input  [15:0]rom_addr,
	output [15:0]ldr_offset,
	output [DWIDTH - 1 : 0] dout,
	output en_out
);
	reg [DWIDTH - 1 : 0] mem[0 : DEPTH - 1];
    reg [15:0] result=0;
	reg valid;
	reg [15:0] result_reg;
	reg [15:0] ldr_result;
	reg [15:0] ldr_result_reg;
	initial begin
		mem[0]  = 16'b0000_0000_0000_1010;   
		mem[1]  = 16'b0000_0100_0000_0000;   
		mem[2]  = 16'b0000_1000_0000_1100;   
		mem[3]  = 16'b1100_0010_0000_0000;   
		mem[4]  = 16'b1101_0110_0000_0000;   
		mem[5]  = 16'b1011_0001_0000_0000;   
		mem[6]  = 16'b1000_0000_0000_0000;   
		mem[7]  = 16'b1010_0000_0000_0000;   
		mem[8]  = 0;
		mem[9]  = 0;
		mem[10] = 0;
		mem[11] = 0;
		mem[12] = 0;
		mem[13] = 0;
		mem[14] = 0;
		mem[15] = 0;
	end
	always @(posedge clk or negedge rst) begin
		if (rst == 0) begin
			result_reg     <= 16'b0000_0000_0000_0000;
			ldr_result_reg <= 16'b0000_0000_0000_0000;
			ldr_result     <= 16'b0000_0000_0000_0000;
		end
		else begin
			result_reg <= result;
			ldr_result_reg<= ldr_result;
		end
	end
	always @(*) begin
		if (rst == 0) 
		begin
			result = 16'b0000_0000_0000_0000;
			valid  = 0;
		end
		else 
		begin
			if (ready) 
			begin 
				result = mem[addr];	
				valid = 1;	
			end
			else 
			begin
			 	result = result_reg;
				valid = 0;
			end
			case (ldr_rom)
				2'b00:begin
					ldr_result = ldr_result_reg;
				end 
				2'b01:begin
					ldr_result = mem[rom_addr];
				end
				3'b10:begin
					mem[rom_addr]=rom_data;
				end
				default: 
				ldr_result = ldr_result_reg;
			endcase
		end
	end
assign dout = result;
assign ldr_offset = ldr_result;
assign en_out = valid;
endmodule
==> /design/flow/run.sh <==
#!/bin/bash
# OpenROAD 26Q1-2900-gdf79404cd8, Yosys 0.63+post, stock flow scripts
make -C /OpenROAD-flow-scripts/flow DESIGN_CONFIG=/design/flow/config.mk WORK_HOME=/design/flow/orfs finish
==> /design/flow/config.mk <==
export PLATFORM = sky130hd
export DESIGN_NAME = rom
export DESIGN_NICKNAME = rom
export VERILOG_FILES = /design/flow/design.v
export SDC_FILE = /design/flow/constraint.sdc
export NUM_CORES = 4
export LEC_CHECK = 1
export CORE_UTILIZATION = 30
==> /design/flow/constraint.sdc <==
current_design rom

set clk_period 4.1
set clk_io_pct 0.2

create_clock -name clk0 -period $clk_period [get_ports {clk}]

set non_clock_inputs [all_inputs -no_clocks]
set_input_delay [expr $clk_period * $clk_io_pct] -clock clk0 $non_clock_inputs
set_output_delay [expr $clk_period * $clk_io_pct] -clock clk0 [all_outputs]
==> flow_metrics.tcl <==
# yosys + openroad results
set metrics [dict create \
    finalClockPeriodUsage 0.992 \
    r2r_start "result_reg[14]$_DFF_PN0_" \
    layout_setup_ws_ps 34.3 \
    first_iter_violations 718 \
    antenna_found_initial 0 \
    pin_count 86 \
    track_usage 0.227 \
    syn_area_mm2 0.0125 \
    diodes 0 \
    area_leaders "dlxtn_1 (61%), a22oi_1 (7.7%), and3_1 (3.9%)" \
    fin_crit_ps 4070 \
    chipArea_mm2 0.0427 \
    preCtsSetupSlack_ps -888 \
    min_path_type "reg2reg" \
    critPathKind "in2out" \
    max_slew_margin 0.325 \
    fp_util 0.306 \
    finalHoldViolations 0 \
    ant_nets 0 \
    cpMaxStageDelayCell "clkdlybuf4s50_1" \
    port_buffers 47 \
    die_h_um 207 \
    crit_chain "dlygate4sd2_1, buf_6, buf_8, nand2b_4, nor2_4, buf_4, a2111oi_4, nand4_1, buf_6, nor4_4, o21ai_1, clkdlybuf4s50_1" \
    top_area_cell "dlxtn_1" \
    peakVddDrop_mv 0.137 \
    htreeDepth 1 \
    syn_inst 1218 \
    vias 10500 \
    avgSynthCellArea_um2 10.3 \
    synth_flops 528 \
    wl_met2_um 21500 \
    synth_top_area_share 0.613 \
    fin_area_mm2 0.0165 \
    cts_buffers 3 \
    status "completed" \
    hold_depth 2 \
    final_cell_mix "dlxtn_1 (512), buf_4 (179), a22oi_1 (120)" \
    routed_via_density 5.34 \
    critPathMaxStageDelay_ps 410 \
    syn_to_final_growth_pct 31.6 \
    drc 0 \
    r2r-end "result_reg[14]$_DFF_PN0_" \
    warnings 48 \
    async_flop_share 0.0303 \
    cts_buffer_depth 2 \
    wl_um 46600 \
    cts_tree "built" \
    maxSlewViolCount 0 \
    endpoint_kind "output pin" \
    cts_root_buf "clkbuf_16" \
    die_w_um 207 \
    p_per_area_mw_per_mm2 90.8 \
    unclocked_pins 512 \
    yosysChipArea_mm2 0.0125 \
    worstSetupStartpoint "addr[1]" \
    maxClockFrequency_mhz 246 \
    yosys_warnings 34 \
    crit_path_start_kind "input port" \
    clk_pin_slew_ps 50 \
    cpMostUsedCell "buf_6" \
    untimed_endpoints 512 \
    reg2regPathDepth 4 \
    fin_worst_skew_ps 0 \
    yosys_cells 1218 \
    timing.hold.ws_ps 466 \
    tightestPinTransition_ps 1010 \
    wl_per_cell_um 23.6 \
    final_common_cell "dlxtn_1" \
    arrival_ps 3250 \
    placed_area_mm2 0.0151 \
    dr.pass1.iters 15 \
    yosysUniqueCellTypes 54 \
    dp_hpwl_um 32400 \
    synth-main-ff-cell "dlxtn_1" \
    rows 74 \
    clock_latency_ps 250 \
    setup-violations-final 0 \
    grt_pass1_wl_um 67500 \
    leakagePower_uw 0.00782 \
    cp_max_fo 8 \
    overflow 0 \
    worst-r2r-setup-slack_ps 2600 \
    drive_gt1_frac 0.254 \
    worstPathRequired_ps 3280 \
    edf_count 0 \
    crit_path_end "dout[4]" \
    gp_congestion 0.959 \
    cap_viol_max_count 0 \
    top_layer "met4" \
    drt-met1-wl_um 18400 \
    core_area_mm2 0.0410 \
    largest_reg_flops 512 \
    wl_met3_um 4540 \
    grt_pass1_vias 10200 \
    rsz0062_at_grt "yes" \
    grt_max_degree 33 \
]
-- worst min-delay path by stage --
| stage | to | from | slack (ps) |
|---|---|---|---|
| 4_1_cts | result_reg[2]$_DFF_PN0_ | result_reg[2]$_DFF_PN0_ | 470 |
| 5_1_grt | result_reg[12]$_DFF_PN0_ | result_reg[12]$_DFF_PN0_ | 480 |
| 6_report | result_reg[2]$_DFF_PN0_ | result_reg[2]$_DFF_PN0_ | 470 |
-- Yosys cell counts, drive strengths merged, types with 10 or more instances --
library cell  instances
dlxtn               512
a22oi               128
nand2                80
and3                 78
buf                  57
nor2                 41
o21ai                31
a2111oi              30
nand4                28
nand3                23
nor3                 20
clkbuf               19
mux2i                18
a32oi                16
dfrtp                16
nor4                 13
a21oi                12
nand3b               12
a221oi               10
and3b                10
-- worst max-delay path: cells and delay by family --
family          cells  cell delay (ps)
simple gates        4              690
compound gates      2              470
buf+inv             6             1260
-- cell families after synthesis --
group / Yosys count / share of synthesized area
buffers and inverters: 76 / 0.0361
latches: 512 / 0.613
other: 1 / 0.000299
AOI/OAI and AO/OA: 251 / 0.151
muxes: 25 / 0.0206
and+or+nand+nor: 337 / 0.148
DFF: 16 / 0.0319
-- power breakdown --
part / internal (uW) / switching (uW) / total (uW)
clock network: 149 / 71.4 / 220
registers: 495 / 73.4 / 569
logic: 324 / 387 / 711
total: 968 / 532 / 1500
-- metal layers --
metal / vias to the layer above / track usage
met5: - / 0
met4: 0 / 0.0853
met3: 102 / 0.0600
met2: 492 / 0.361
met1: 5112 / 0.303
li1: 4833 / -
-- area by class of cell --
type / count / area, um^2
Timing Repair Buffer: 280 / 2670
Clock buffer: 4 / 88.8
Tap cell: 532 / 666
Fill cell: 3811 / 24500
Multi-Input combinational cell: 631 / 5000
Sequential cell: 528 / 8090
-- through the flow --
stage	std cells	power (uW)	setup TNS [ps]	utilization
after floorplan	1233	778	0	-
after global placement	1953	1140	-7960	0.369
after detailed placement	1953	1150	-8430	0.369
after CTS	1967	1470	0	0.393
after global routing	1975	1580	-92.0	0.403
final	1975	1500	0	0.403
-- timing repair --
action                                  4_1_cts  5_1_grt
pin swaps                                    45       26
gates resized                               163       60
setup buffers                                11        6
gates cloned                                  5        3
hold buffers                                  0        0
endpoints found under the setup margin       16       16
Power figures rest on the tool's default switching activity, not on a simulated workload.
